### flow/config.mk
export PLATFORM = sky130hd
export DESIGN_NAME = vga_setup
export DESIGN_NICKNAME = vga_setup
export VERILOG_FILES = /design/flow/design.v
export SDC_FILE = /design/flow/constraint.sdc
export NUM_CORES = 4
export LEC_CHECK = 1
export CORE_AREA = 10 10 96 96
export DIE_AREA = 0 0 106 106
### flow/constraint.sdc
current_design vga_setup

set clk_period 3.4
set clk_io_pct 0.2

create_clock -name clk0 -period $clk_period [get_ports {clk}]

set non_clock_inputs [all_inputs -no_clocks]
set_input_delay [expr $clk_period * $clk_io_pct] -clock clk0 $non_clock_inputs
set_output_delay [expr $clk_period * $clk_io_pct] -clock clk0 [all_outputs]
### flow/design.v
`timescale 1ns / 1ps
module vga_setup
   (
    input clk,
	 input rst,
	 output [10:0]count_h,
	 output [ 9:0]count_v
    );
reg [10:0] count_h; 
reg [9:0]  count_v;   
always@(posedge clk or posedge rst)
	if(rst)
		count_h <= 11'd0;
   else if(count_h == 11'd1055)
      count_h <= 11'd0;	
	else 
		count_h <= count_h + 11'd1;
always@(posedge clk or posedge rst)
	if(rst)
		count_v <= 10'd0;
	else if (count_h == 11'd1055) 
		count_v <= count_v + 10'd1;
	else if (count_v == 10'd627)
		count_v <= 10'd0;
   else 
	   count_v <= count_v;
endmodule
### flow/run.sh
#!/bin/bash
# OpenROAD 26Q1-2900-gdf79404cd8, Yosys 0.63+post, stock flow scripts
make -C /OpenROAD-flow-scripts/flow DESIGN_CONFIG=/design/flow/config.mk WORK_HOME=/design/flow/orfs finish
==> run_results.csv <==
group,metric,value,unit
timing,fin_crit,2.36,ns
floorplan,fp.dieArea,11200,µm²
flow_run,maxCapViolCount,0,
place,dpl.cell_count,213,
grt,grt_usage,4.17,%
finish,logic_area,470,µm²
finish,lay_top_count,"clkdlybuf4s50_1",
route,wire_per_inst,11.1,µm
power_and_ir_drop,ir_worst_vdd,0.0913,mV
logic_synthesis,netlist_instances,93,
floorplan,ios,23,
clocking,cts-root-buf,"clkbuf_8",
timing,skew,0.00190,ns
critical_path,critical_path_class,"flip-flop to flip-flop",
route,final_antenna_net_count,0,
min_path,worstHoldStart,"count_h[8]$_DFF_PP0_",
timing,slew_headroom,55.5,%
timing,setup_tns,0,ns
critical_path,start_kind,"flip-flop",
flow_run,warnings,25,
grt,overflow,0,
grt,grt_pass1_wl,3.96,mm
power_and_ir_drop,power.total,418,µW
outcome,status,"complete, no violations",
critical_path,cp.arrival,2.51,ns
timing,slew_viol_final,0,
power_and_ir_drop,p_switching,83.0,µW
critical_path,cp_max_fo,19,
logic_synthesis,ys_cells,93,
route,antenna_cells,0,
timing,period_used_share,69.4,%
min_path,hold_path.class,"flip-flop to flip-flop",
clocking,postCtsHoldBufs,0,
logic_synthesis,yosys.stat.seqShare,51.5,%
timing,rsz0062_at_grt,"no",
clocking,cts_buffers,3,
power_and_ir_drop,pwr-share-comb,1.7,%
finish,area_growth,37.3,%
route,drc,0,
clocking,clkLatencyLatePin,0.25,ns
power_and_ir_drop,switching_share,19.9,%
logic_synthesis,synth_async_sr_flop_share,100,%
timing,setup_viol,0,
route,routed-via-count,799,
grt,grtUsageMet1,6.06,%
finish,fin_cells,217,
logic_synthesis,synth_chip_area,1020,µm²
finish,lay_top_cells,"22 x clkdlybuf4s50_1, 21 x dfrtp_1, 9 x nor2_1",
floorplan,fp-row-count,31,
grt,grt_start_max_net_pins,22,
clocking,cts_sinks,21,
grt,met3_usage,1.22,%
clocking,post_cts_buffers,0,
clocking,ctsResizeCount,0,
critical_path,crit_required,3.55,ns
place,dp_hpwl,1.79,mm
logic_synthesis,avgSynthCellArea,11.0,µm²
clocking,ctsLongestPathBuffers,2,
power_and_ir_drop,p_per_area,298,nW/µm²
grt,antenna_found_initial,0,
floorplan,fp_util,14.1,%
grt,top_usage_layer,"met1",
logic_synthesis,synth_cell_type_count,26,
power_and_ir_drop,p_leak,0.577,nW
min_path,worstHoldPathCells,1,
timing,fin_ws,1.04,ns
place,io_buffers,22,
clocking,path_clk_slew,0.07,ns
critical_path,r2r_cells,5,
min_path,holdPathEnd,"count_h[8]$_DFF_PP0_",
clocking,cts_tree,"yes",
power_and_ir_drop,internal_power,335,µW
critical_path,regToRegSetupSlack,1.04,ns
clocking,cts_max_level,1,
finish,regArea,526,µm²
logic_synthesis,ys.warnings.count,1,
floorplan,core-area,7210,µm²
logic_synthesis,flop_cell,"dfrtp_1",
critical_path,worst_r2r_endpoint,"count_v[9]$_DFFE_PP0P_",
power_and_ir_drop,p_seq_share,59.7,%
place,pre_cts_slack,1.08,ns
route,vias_per_cell,3.68,
timing,fmax,424,MHz
logic_synthesis,edf_count,0,
critical_path,timing.rr.start,"count_h[0]$_DFF_PP0_",
floorplan,die_w,106,µm
grt,met2_usage,5.96,%
critical_path,crit_path_end_kind,"flip-flop",
route,first_pass_iters,4,
route,drtIter0Drc,64,
logic_synthesis,syn_area,1020,µm²
timing,tightest_slew,0.668,ns
power_and_ir_drop,power_frac_clock,38.6,%
finish,post_route_cells_drive_above_1_share,7.63,%
route,wl,2.42,mm
logic_synthesis,ys_ff,21,
timing,hold_viol,0,
finish,nFillCells,812,
grt,grt_pass1_vias,743,
floorplan,die_y,106,µm
place,gp_congestion,0.805,
stage by stage:
stage	utilization, %	hold slack (ns)	instance area, µm²
3_5_place_dp	18.8	0.510	1360
2_1_floorplan	-	0.452	1020
6_report	19.4	0.523	1400
4_1_cts	19.4	0.523	1400
3_3_place_gp	18.8	0.510	1360
5_1_grt	19.4	0.562	1400
area by class of cell:
type	count	area share [%]
inverter	2	0.536
multi-input combinational	68	33.6
sequential	21	37.5
timing repair buffer	23	16.3
clock buffer	4	3.22
tap	99	8.85
per-layer routing:
| metal | routed length, µm | part of all wire (%) |
|---|---|---|
| met3 | 146 | 6.0 |
| met4 | 43 | 1.8 |
| met2 | 1100 | 45 |
| met5 | 0 | 0 |
| met1 | 1130 | 47 |
critical path, stage by stage, from the launching register on:
cell	delay, ns
dfrtp_1	0.43
ha_1	0.26
and4_1	0.28
and4_1	0.65
mux2_2	0.41
a22o_1	0.22
logic make-up (layout without fill, tap and decap cells):
logic type               count (synthesis)  count (layout)  share of synthesized area (%)
buffers and inverters                    4              29                           2.33
flip-flops                              21              21                           51.5
multiplexers                             2               2                           2.21
AND-OR/OR-AND                            8               8                           6.50
XOR/XNOR                                12              12                           10.3
adder cells (fa/ha/maj)                  2               2                           2.45
AND/OR/NAND/NOR                         44              44                           24.7
power by group through the flow:
stage	Sequential [mW]	Combinational [mW]	Clock (mW)
final	0.250	0.00699	0.161
after global routing	0.249	0.00827	0.182
after CTS	0.249	0.00740	0.169
registers in the layout (all words and copies together) (netlist names):
register,flops
count_v,10
count_h,11
synth_stat cells (all sizes together), types with 2 or more instances:
master | number | area, µm²
dfrtp | 21 | 526
nor2 | 9 | 33.8
xnor2 | 8 | 70.1
nand3 | 7 | 35.0
nand2 | 6 | 22.5
nand4 | 6 | 37.5
and3 | 5 | 31.3
and4 | 4 | 36.3
xor2 | 4 | 35.0
a221o | 3 | 30.0
a22o | 2 | 17.5
buf | 2 | 16.3
ha | 2 | 25.0
inv | 2 | 7.51
mux2 | 2 | 22.5
nor2b | 2 | 20.0
o21ai | 2 | 10.0
how the worst max path moves through the flow:
| stage | start | endpoint | slack, ns |
|---|---|---|---|
| after CTS | count_h[0]$_DFF_PP0_ | count_v[9]$_DFFE_PP0P_ | 1.07 |
| after global routing | count_h[0]$_DFF_PP0_ | count_v[9]$_DFFE_PP0P_ | 0.92 |
| final | count_h[0]$_DFF_PP0_ | count_v[9]$_DFFE_PP0P_ | 1.04 |
Power is estimated from default activity; no workload was simulated.
